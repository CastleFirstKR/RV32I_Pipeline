$ cat config.mk
export PLATFORM = sky130hd
export DESIGN_NAME = Mux4
export DESIGN_NICKNAME = Mux4
export VERILOG_FILES = /design/flow/design.v
export SDC_FILE = /design/flow/constraint.sdc
export NUM_CORES = 4
export LEC_CHECK = 1
export CORE_AREA = 10 10 76 76
export DIE_AREA = 0 0 86 86
$ cat constraint.sdc
current_design Mux4

set clk_period 1.5
set clk_io_pct 0.2

create_clock -name clk0 -period $clk_period

set non_clock_inputs [all_inputs -no_clocks]
set_input_delay [expr $clk_period * $clk_io_pct] -clock clk0 $non_clock_inputs
set_output_delay [expr $clk_period * $clk_io_pct] -clock clk0 [all_outputs]
$ cat design.v
`timescale 1ns / 1ps
module Mux2(Out, I0, I1, Sel);  
    input  [31:0] I0,I1;
    input  Sel;
    output [31:0] Out;
    assign Out=(~Sel)?I0:I1;
endmodule
module Mux4(Out, I0, I1, I2, I3, Sel);  
     input  [31:0] I0,I1,I2,I3;
     input  [1:0] Sel;
     output reg [31:0] Out;
    always@(I0,I1,I2,I3,Sel) begin
        case(Sel)
            2'b00: Out=I0;
            2'b01: Out=I1;
            2'b10: Out=I2;
            2'b11: Out=I3;
            default: Out=I0;
        endcase  
    end
endmodule
$ cat run.sh
#!/bin/bash
# OpenROAD 26Q1-2900-gdf79404cd8, Yosys 0.63+post, stock flow scripts
make -C /OpenROAD-flow-scripts/flow DESIGN_CONFIG=/design/flow/config.mk WORK_HOME=/design/flow/orfs finish
==> results.txt <==
Status of the implementation.

- The run finished with clean final reports.
- The count of final max-slew check failures is 0, for reference.
- The most frequent logic cell in the layout is sky130_fd_sc_hd__dlygate4sd2_1, for reference.
- The detailed-route vias per instance is 4.69, for reference.
- The type of element capturing the critical path is a primary output, for reference.
- The number of top-level pins is roughly 160, for reference.
- Synthesis produced a netlist whose cell count is 39.
- Counting the clock-network buffers in the layout gives 0.
- In this run the tightest slew margin relative to its limit is 89.3%.
- Per the layout area report, the combinational gate area comes to 721 µm².
- For this run, the register share of the synthesized area comes to 0%.
- By instance count after routing, the leading logic cell types are sky130_fd_sc_hd__dlygate4sd2_1 (128), sky130_fd_sc_hd__mux4_2 (32), sky130_fd_sc_hd__buf_2 (31).
- Setup violations remaining at the end of the flow were counted as 0.
- Summed over all routing layers, the global router reports a total usage of 15.7%.
- The worst hold path depth is 3, for reference.
- Global routing used 27.9% of the available met2 tracks.
- The DRC marker count from the first detailed-route iteration is 19, for reference.
- The fraction of final layout cells sized beyond drive strength 1 is 37.3%, for reference.
- The post-layout instance area is ~2300 µm², for reference.
- On the critical path the data arrives at approximately 1.2 ns.
- After floorplanning, the die was sized to cover 7400 µm².
- The tally of max-capacitance violations is 0, for reference.
- The width of the die is 86 µm, for reference.
- The critical path is of the in2out type.
- The mean routed wirelength per cell is 23.5 µm, for reference.
- The number of global-route vias before repair was roughly 1400.
- In this run the mean area of a mapped cell was 20.9 µm².
- The final cycle utilization of the critical path is 98.9%, for reference.
- Entering global routing, the biggest net connects 8 pins.
- The worst endpoint required time is 1.20 ns, for reference.
- The leakage power figure is around 0.0011 µW, for reference.
- The setup slack after placement is -0.611 ns, for reference.
- The simple-gate share of the synthesized area is 0%, for reference.
- Summed over all layers, the global routing overflow is 0.
- The first global-routing pass estimated 8920 µm of wire.
- The final cell utilization of the core is approximately 55%, for reference.
- The weighted congestion at the end of routability-driven global placement is 0.932, for reference.
- The placed instance area is 2480 µm², for reference.
- The number of port buffers is 162, for reference.
- The final worst slack is 0.0165 ns, for reference.
- Global routing consumed, on the met1 layer, 19.4% of the routing resources.
- The fmax is a little under 0.7 GHz, for reference.
- The worst voltage drop across the vdd grid is 98.2 µV, for reference.
- The pre-placement core utilization is 19.8%, for reference.
- Global routing consumed, on the met3 layer, roughly 5.2% of the routing resources.
- The xor/xnor cell area share of the yosys netlist is 0%, for reference.
- After clock tree synthesis, the setup repair step added 0 buffers.
- After synthesis, the chip area reported by Yosys is 815 µm².
- At the pin with the least slew margin, the transition time is 0.161 ns.
- The die height is about 86 µm, for reference.
- Across all stage logs, warnings added up to 34.
- The placeable core region is 4120 µm², for reference.
- Fill cells in the final layout number 418.
- In the finished design the tool counted flip-flops and latches totalling 0.
- According to the dpl log, the detail-placed design has an HPWL of about 5300 µm.
- Yosys reports the multiplexer fraction of the synthesized area as 89.4%.
- TritonRoute reported its final design rule violation total as 0.
- For this block, the via count after detailed routing is between 1000 and 1500.
- Relative to the synthesized area, the layout overhead comes to 177%.
- The worst setup path startpoint is Sel[1], for reference.
- In this run the critical path is formed by clkdlybuf4s15_2 -> buf_4 -> mux4_2 -> buf_2.
- The number of hold violations in the final report is 0, for reference.
- The power density of the placed cells is 240 nW/µm², for reference.
- Max fanout on the critical path was recorded as 7.
- In this run the core area contains 23 standard-cell rows.
- Following the worst setup path forward leads to its endpoint at Out[18].
- The aggregate negative setup slack is 0 ns, for reference.
- After Yosys synthesis, AND-OR and OR-AND compound gates account for 0% of the synthesized area.
- The busiest layer in global routing is met2, for reference.
- The main logic family after synthesis is multiplexers, for reference.
- The layout report lists the combined flip-flop and latch area as 0 µm².
- The warning count from the yosys run is 1, for reference.
- Setup repair after global routing could not meet its margin everywhere.
- The pre-antenna-repair detailed-routing pass consisted of 4 iterations.
- The synthesized netlist occupies a cell area of between 800 and 900 µm².
- The worst stage delay on the critical path is 0.30 ns, for reference.
- The clock period could shrink to between 1 and 1.5 ns.
- The final layout contains routed wiring with a total length of 5970 µm.
- The initial antenna violation count came to 0.
- On the final layout, the worst hold slack is between 1 and 1.5 ns.
- The count of different cell masters after synthesis is 5, for reference.
- The number of routed nets with antenna violations is 0, for reference.
- STA classifies the critical path startpoint as an input pin.
- The diode insertion count for antenna repair is 0, for reference.
- On the critical path, the stage with the largest delay is an instance of sky130_fd_sc_hd__mux4_2.
- The type recorded for the worst min-delay path is in2out.
- After Yosys synthesis, full adders, half adders and majority gates account for 0% of the synthesized area.
- For this design, Yosys synthesis ends with a cell count of 39.
report_power, final:
group	internal (µW)	switching (µW)
sequential	0	0
combinational	405	137
clock	0	0
total	405	137
synthesized netlist by cell type:
library cell / n / share of area (%)
sky130_fd_sc_hd__buf_2: 3 / 1.8
sky130_fd_sc_hd__mux4_2: 30 / 83
sky130_fd_sc_hd__mux4_1: 2 / 6.5
sky130_fd_sc_hd__buf_6: 1 / 1.4
sky130_fd_sc_hd__buf_12: 3 / 7.4
how the worst min path moves through the flow:
stage | from | endpoint | slack, ns
after CTS | I2[0] | Out[0] | 1.09
after global routing | I3[24] | Out[24] | 1.10
final | I2[0] | Out[0] | 1.08
metal layers:
layer,share of wire [%],vias up,wire (µm)
met5,0,-,0
met2,53,89,3170
li1,-,537,-
met1,36,562,2180
met3,10,4,618
met4,0.067,0,4
final cells by class:
class,instances,share of cell area [%]
repair buffers,172,65.3
well taps,50,2.77
multi-input cells,32,31.9
per-stage QoR:
| step | cells | total power, µW |
|---|---|---|
| 6_report | 254 | 541 |
| 5_1_grt | 254 | 588 |
| 4_1_cts | 254 | 554 |
| 2_1_floorplan | 39 | 189 |
| 3_3_place_gp | 250 | 715 |
| 3_5_place_dp | 250 | 717 |
worst max-delay path, delay by kind of cell:
kind	cells	cell delay (ns)
muxes	1	0.30
buffers and inverters	3	0.58
cells by family after synthesis:
logic type  Yosys count
mux                  32
buf+inv               7
what timing repair did:
| action | 4_1_cts | 5_1_grt |
|---|---|---|
| cloned | 4 | 0 |
| setup endpoints to repair | 32 | 28 |
| hold buffers | 0 | 0 |
| resized | 245 | 0 |
Power is estimated from default activity; no workload was simulated.
