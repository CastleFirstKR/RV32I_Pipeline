==> flow/design.v <==
`timescale 1ns / 1ps
module ImGen(Out,Instruction);
    input  		[31:0] Instruction;
    output reg  [31:0] Out;
    wire [6:0] Opcode;
    wire [31:0] Ins;
        always@(Instruction) begin
            begin
                case(Opcode)
                    7'b0000011,7'b0010011,7'b1100111 : Out = {{20{Ins[31]}},Ins[31:20]};  
                    7'b0100011	: Out = {{20{Ins[31]}},Ins[31:25],Ins[11:7]};  
                    7'b1100011  : Out = {{20{Ins[31]}},Ins[31],Ins[7],Ins[30:25],Ins[11:8]};  
                    7'b1101111  : Out = {{12{Ins[31]}},Ins[31],Ins[19:12],Ins[20],Ins[30:21]};  
                    7'b0110111	: Out = {Ins[31:12],12'h000};
                    default: Out= 32'hZZZZ;
                endcase  
            end
        end
    assign Opcode = Instruction[6:0];	 
    assign Ins = Instruction;
endmodule
==> flow/run.sh <==
#!/bin/bash
# OpenROAD 26Q1-2900-gdf79404cd8, Yosys 0.63+post, stock flow scripts
make -C /OpenROAD-flow-scripts/flow DESIGN_CONFIG=/design/flow/config.mk WORK_HOME=/design/flow/orfs finish
==> flow/config.mk <==
export PLATFORM = sky130hd
export DESIGN_NAME = ImGen
export DESIGN_NICKNAME = ImGen
export VERILOG_FILES = /design/flow/design.v
export SDC_FILE = /design/flow/constraint.sdc
export NUM_CORES = 4
export LEC_CHECK = 1
export CORE_AREA = 10 10 70 70
export DIE_AREA = 0 0 80 80
==> flow/constraint.sdc <==
current_design ImGen

set clk_period 7.0
set clk_io_pct 0.2

create_clock -name clk0 -period $clk_period

set non_clock_inputs [all_inputs -no_clocks]
set_input_delay [expr $clk_period * $clk_io_pct] -clock clk0 $non_clock_inputs
set_output_delay [expr $clk_period * $clk_io_pct] -clock clk0 [all_outputs]
==> git commit body <==
Log flow metrics for this revision

- The flow ran to the end, and the final reports show no timing, DRC or antenna violations.
* Cell depth of the worst setup path: 7
* Clock buffer cells: 0
- For this run, the total global-route usage over all layers was measured as 0.0822.
- Antenna repair during routing inserted a diode count of 0.
- Leakage power: 0.502 nW
- Number of hold-slack violations in the final timing report: 0
- Compared with the post-synthesis result, the final layout area differs by 117%.
- Chip Height: 80 um
- Yosys stat counts 78 cells in the synthesized netlist.
- The worst hold path was traced through 2 stages.
- Among all stages on the critical path, the maximum delay recorded is 0.71 ns.
* Commonest cells in the netlist: sky130_fd_sc_hd__a21o_1 (13), sky130_fd_sc_hd__nand2_1 (13), sky130_fd_sc_hd__a22oi_1 (11)
- The detail route stage leaves a number of antenna-violating nets equal to 0.
- Sequential cell area fraction in the yosys report: 0
- Die X: 80 um
- CP Class: input port to output port
- Summing every instance area after synthesis gives 562 um^2.
- The number of antenna violations at the first check in global routing came to 0.
- The routed design has 2.76 mm of wire.
* Top Family by Delay on Critical Path: buffers and inverters
- Launch point of the worst path: Instruction[3]
- Average footprint of a synthesized cell: 7.20 um^2
* Total number of vias: 847
- Post-cts resize count: 0
- Final slew viol count: 0
- In the placement report, post-DP HPWL is listed as 2.36 mm.
- Summing all flip-flop and latch instances after layout gives 0 um^2.
* Max Fclk: 190 MHz
- In the routed layout, each cell is associated on average with a via count of 4.65.
* Instance tally after logic synthesis: 78
* Largest net degree at the start of global routing: 21
* Required time of the worst setup path: 5.60 ns
- WP buf/inv: 3
- At the end of the flow the core is filled with cells to 0.357.
- Overflow after GRT: 0
- Setup tns final: 0 ns
- Worst min-delay path class: input port to output port
- Before antenna repair, the detailed router went through 2 iterations.
- Pwr Density: 47.3 nW/um^2
- Detail-routed net length per standard cell: 15.1 um
- Normalized max-slew margin: 0.402
* Core Footprint: 3420 um^2
- The worst setup path is launched from an input port.
- Yosys top cell by area: sky130_fd_sc_hd__a21o_1
- Min-Delay Startpoint: Instruction[31]
- Of the cells placed in the final design, the portion with a size suffix greater than 1 is 0.0662.
- Synth warn: 2
- After synthesis, the netlist uses 26 different library cells.
* Area share of the largest cell type after synthesis: 0.174
- The placement stage leaves a total instance area of 1220 um^2.
* Library cell appearing most often on the critical path: sky130_fd_sc_hd__clkdlybuf4s50_1
- Per the OpenROAD floorplan log, the area of the die is 6400 um^2.
- The finished cells cover 1220 um^2.
- # setup viols final: 0
- Initial core utilization: 0.164
- Final hold analysis gives a worst-case slack of 3.66 ns.
- The via count of the first global-routing pass is 890.
- For reference, the top cells by area after synthesis are sky130_fd_sc_hd__a21o_1 (17%), sky130_fd_sc_hd__a22oi_1 (15%), sky130_fd_sc_hd__a22o_1 (9.4%).
- Power after layout: 0.0576 mW
- In this run the post-CTS setup repair buffer count came out at 0.
- The worst-case IR drop observed on VDD is 19.6 uV.
- The number of hold buffers added after CTS was 0.
- RSZ-0062 raised after global routing: false
* Site Rows: 21
- Count of pins on the block boundary: 64
- The transition time recorded at the tightest slew-check pin is 0.896 ns.
- Shortest clock period the worst path allows after layout: 5.26 ns
- Sequential cells: 0
- The report counts max-capacitance violations totalling 0.
- The worst setup path is captured at an output port.
* Number of DRC violations after detailed-routing iteration 0: 8
- Routability-driven placement finished with a final weighted congestion of 0.739.
* Number of remaining DRC errors: 0
- Fin crit share: 0.751
* Slowest cell on the critical path: sky130_fd_sc_hd__nor2b_1
* Chip area line of the yosys report: 562 um^2
- Port buffering added 64 buffers.
- Tool warnings: 32
- Looking at the critical path, the highest net fanout was 20.
* Worst-path cell chain: clkdlybuf4s50_1 > or3b_4 > nor2_1 > buf_4 > nor2b_1 > a21o_1 > clkdlybuf4s50_1
* Arrival time at the worst endpoint: 3.86 ns
- Filler Cells Inserted: 369
* Global-route wire length before repair: 4.44 mm
-- power by group --
| part | internal, mW | total (mW) | switching (mW) |
|---|---|---|---|
| Clock | 0 | 0 | 0 |
| Combinational | 0.0408 | 0.0576 | 0.0168 |
| Sequential | 0 | 0 | 0 |
-- per-layer routing --
layer  global-route usage  share of wire  vias to the layer above
li1                     -              -                      425
met1               0.0910           0.38                      394
met2                0.157           0.51                       28
met3               0.0261           0.11                        0
met4                    0              0                        0
met5                    0              0                        -
-- per-stage QoR --
step | cells | worst slack (ns)
6_report | 182 | 1.74
5_1_grt | 182 | 1.50
4_1_cts | 182 | 1.69
3_5_place_dp | 182 | 1.69
3_3_place_gp | 182 | 1.74
2_1_floorplan | 78 | 3.26
-- final cells by class --
type,count,area (um^2),share of cell area
well taps,46,57.6,0.0472
repair buffers,65,648,0.532
multi-input cells,71,513,0.421
-- cells by family after synthesis --
group | count (synthesis) | synth area share
AND-OR/OR-AND | 36 | 0.506
AND/OR/NAND/NOR | 35 | 0.408
buffers and inverters | 7 | 0.0868
-- cell usage in the layout, fill, tap and decap left out, types with 2 or more instances in the layout --
cell type,Yosys,layout
sky130_fd_sc_hd__or2_2,2,2
sky130_fd_sc_hd__nor3_1,4,4
sky130_fd_sc_hd__a22oi_1,11,11
sky130_fd_sc_hd__a22o_1,6,6
sky130_fd_sc_hd__nor2_1,3,3
sky130_fd_sc_hd__a31oi_1,4,4
sky130_fd_sc_hd__a21o_1,13,13
sky130_fd_sc_hd__nand2_1,13,13
sky130_fd_sc_hd__clkdlybuf4s50_1,0,64
-- path summary, 6_finish.rpt --
path	end	slack [ns]
hold / removal	Out[31]	3.66
setup / recovery	Out[20]	1.74
Power and IR drop assume default switching activity.
