**./design.v**
```verilog
`timescale 1ns / 1ps
module ALU(Zero, ALUresult, A, B, AluOp);
    input  		[31:0]	A,B;
    input 		[ 3:0]	AluOp;
    output			Zero;
    output	reg	[31:0]	ALUresult; 
	always@(AluOp,A,B) begin
		case (AluOp)
			4'b0000 : ALUresult<= A&B;   	 	 
			4'b0001 : ALUresult<= A|B;		 
			4'b0010 : ALUresult<= A+B;			 
			4'b0110 : ALUresult<= A-B;		 
			4'b0111 : ALUresult<= (A<B)?32'd1:32'd0;	 
			4'b1100 : ALUresult<= (A^B);	 
			4'b1101 : ALUresult<= A<<B; 	 
			4'b1110 : ALUresult<= A>>B;			 
			4'b1000 : ALUresult<= A>>>B;	 
			default : ALUresult <=0;
		endcase
	end
assign Zero = (ALUresult==0);
endmodule
```
**./run.sh**
```bash
#!/bin/bash
# OpenROAD 26Q1-2900-gdf79404cd8, Yosys 0.63+post, stock flow scripts
make -C /OpenROAD-flow-scripts/flow DESIGN_CONFIG=/design/flow/config.mk WORK_HOME=/design/flow/orfs finish
```
**./config.mk**
```make
export PLATFORM = sky130hd
export DESIGN_NAME = ALU
export DESIGN_NICKNAME = ALU
export VERILOG_FILES = /design/flow/design.v
export SDC_FILE = /design/flow/constraint.sdc
export NUM_CORES = 4
export LEC_CHECK = 1
export CORE_UTILIZATION = 30
```
**./constraint.sdc**
```tcl
current_design ALU

set clk_period 19.6
set clk_io_pct 0.2

create_clock -name clk0 -period $clk_period

set non_clock_inputs [all_inputs -no_clocks]
set_input_delay [expr $clk_period * $clk_io_pct] -clock clk0 $non_clock_inputs
set_output_delay [expr $clk_period * $clk_io_pct] -clock clk0 [all_outputs]
```
==> ci_impl_report.md <==
## PnR job results

| Metric | Value |
|---|---|
| Routed length per instance | 26.3 um |
| Post-synthesis sequential area ratio | 0 |
| Non-Filler Instances | 1728 |
| Vias in the first global route | 10.4k |
| Post-route ant nets | 0 |
| Syn_area_per_cell | 6.87 um^2 |
| Die W | 176 um |
| 1st-iter DRT viols | 1439 |
| PwrDens | 28.3 nW/um^2 |
| Avg Vias per Cell | about 6.5 |
| RSZ-0062 raised after global routing | false |
| Worst VDD drop | just over 0.01 mV |
| Worst EP required | 15.68 ns |
| I/O pin count | between 100 and 150 |
| First-pass GRT wire length | 67.8 mm |
| F_max | 76.5 MHz |
| Hold path endpoint | ALUresult[1] |
| Leakage | 4.12 nW |
| Postcts setup bufs | 0 |
| PortBufs | between 100 and 150 |
| Area of all placed cells without fillers | 10300 um^2 |
| GRT overflow | 0 |
| Status | completed |
| CTS hold repair buffers | 0 |
| Hold Path Class | input pin to primary output |
| Dpl cells | between 1.5k and 2k |
| Die area | 31000 um^2 |
| Cell variety after synth | 86 |
| Registers | 0 |
| Finish-stage setup viols | 0 |
| Worst hold path startpoint | B[3] |
| Max-cap violations | 0 |
| Mapped Cells | 1324 |
| Yosys synthesis chip area | 9090 um^2 |
| Initial antenna violation count | 0 |
| Remaining DRCs | 0 |
| Post-cts sizing count | 0 |
| Overall Global Routing Usage | 0.296 |
| OpenROAD warning count | between 90 and 100 |
| FF/Latch Area | 0 um^2 |
| Synth warnings | 1 |
| Pre-Repair DR Iteration Count | 6 |
| WS Path Type | input pin to primary output |
| Worst Max-Slew Pin Slew | 1.06 ns |
| Total power | 0.291 mW |
| Cell count in the Yosys report | roughly 1.3k |
| Largest net degree at the start of global routing | 62 |
| Worst slack at placement | 6.73 ns |
| Core area | 29700 um^2 |
| Dpl hpwl | 35.6 mm |
| Vias | 11.2k |
| Worst hold slack | about 9 ns |
| Antenna Diode Count | 0 |
| Die Span Y | 176 um |
| Clock buffer count | 0 |
| CP Capture Type | primary output |
| Final worst path period need | 13.07 ns |
| RD Place Congestion | 1.05 |
| Crit-path max FO | 9 |
| Post-DP Area | slightly above 10000 um^2 |
| Core Util, Final | 0.346 |
| Core Rows | 63 |
| Worst hold path depth | 4 |
| Fraction of layout cells with a size suffix above 1 | 0.0852 |
| Synth-to-Final Area Change | 13.1% |
| Relative slew slack | 0.278 |
| Setup WS post-layout | 6.53 ns |
| Final period util | 0.667 |
| Synth Cell Area | 9090 um^2 |
| Final Slew Violations | 0 |
| Initial Util | 0.306 |
| WL final | around 45 mm |
| Setup TNS | 0 ns |
| Fin. Hold Viols | 0 |
| Worst Setup Start Kind | input pin |
| Arrival time of the worst setup path | ~9.2 ns |
| CP Launch Point | A[7] |
## layout by cell type, fill, tap and decap left out, types with 9 or more instances in the layout
cell | synthesis | layout
o211ai_1 | 19 | 19
o21ai_0 | 105 | 105
a211oi_1 | 34 | 34
nor3_1 | 31 | 31
o22ai_1 | 15 | 15
nor2_1 | 121 | 121
a21o_1 | 20 | 20
clkdlybuf4s50_1 | 0 | 97
nor2b_1 | 9 | 9
nor4_1 | 28 | 27
inv_1 | 104 | 103
o31ai_1 | 17 | 17
a211o_1 | 11 | 11
a221oi_1 | 22 | 22
nand2_1 | 119 | 119
nand2b_1 | 12 | 12
buf_4 | 3 | 21
and2_1 | 11 | 11
a31oi_1 | 15 | 15
a21oi_1 | 88 | 88
nand3_1 | 27 | 27
a22oi_1 | 17 | 17
mux2_2 | 24 | 24
ha_1 | 97 | 97
mux2i_1 | 53 | 53
mux4_2 | 31 | 31
o221ai_1 | 9 | 9
o21a_1 | 11 | 11
## metal layers
| layer | part of all wire | track usage | vias up |
|---|---|---|---|
| met5 | 0 | 0 | - |
| met4 | 0.031 | 0.0793 | 0 |
| met3 | 0.097 | 0.0496 | 73 |
| met2 | 0.43 | 0.439 | 624 |
| met1 | 0.44 | 0.443 | 5450 |
| li1 | - | - | 5048 |
## where the power goes
part	switching (mW)	internal, mW	total, mW
combinational	0.179	0.112	0.291
clock	0	0	0
sequential	0	0	0
total	0.179	0.112	0.291
## cell families (layout without fill, tap and decap cells)
family,Yosys count,count (layout),share of synthesized area
AOI/OAI and AO/OA,474,474,0.358
buffers and inverters,212,226,0.0960
muxes,112,112,0.176
adders and majority gates,99,99,0.138
and+or+nand+nor,419,419,0.224
xor gates and xnor gates,8,8,0.00771
## worst max-delay path by stage
stage | end | slack [ns]
after global routing | Zero | 6.39
final | Zero | 6.53
after CTS | Zero | 6.71
## critical path: stages
cell             delay, ns
clkdlybuf4s50_1       0.83
inv_1                 0.25
ha_1                  0.47
a21oi_1               0.44
o221ai_1              0.29
nor3_1                0.48
o21ai_1               0.19
o21ai_0               0.51
o311ai_0              0.29
a221o_1               0.34
a211o_1               0.31
nand3b_1              0.18
nor3_2                0.15
clkdlybuf4s50_1       0.49
## cells in the mapped netlist (all sizes together), types with 7 or more instances
library cell	number	area [um^2]
mux2i	53	531
or3	7	43.8
a21oi	88	440
nor2	121	454
o21a	11	82.6
o211ai	20	155
a221o	7	70.1
buf	36	213
nand4	8	50.1
and2	11	68.8
o22ai	15	93.8
a211oi	34	255
clkbuf	71	267
mux2	24	270
a22oi	17	128
ha	97	1210
o311ai	9	78.8
o221ai	9	78.8
xnor2	8	70.1
nand2	119	447
nor2b	9	56.3
a211o	11	96.3
nand3	27	135
o21ai	107	536
nand2b	12	75.1
a31oi	15	93.8
inv	105	394
nor4	31	213
or2	7	43.8
nor3	32	165
o31ai	18	140
mux4	35	803
a21o	20	150
a221oi	23	208
and3	7	43.8
## cell type report
class | instances | area (um^2)
Fill cell | 3187 | 19400
Inverter | 105 | 394
Multi-Input combinational cell | 1112 | 8260
Tap cell | 390 | 488
Timing Repair Buffer | 121 | 1140
No activity file was given, so power comes from the tool's default toggle rates.
